==> ./config.mk <==
export PLATFORM = sky130hd
export DESIGN_NAME = sumador_4bits_ripple
export DESIGN_NICKNAME = sumador_4bits_ripple
export VERILOG_FILES = /design/flow/design.v
export SDC_FILE = /design/flow/constraint.sdc
export NUM_CORES = 4
export LEC_CHECK = 1
export CORE_AREA = 10 10 70 70
export DIE_AREA = 0 0 80 80
==> ./design.v <==
`timescale 1ns/1ns
module sumador_4bits_ripple(
  input [3:0] A,
  input [3:0] B,
  input Ci,
  output [3:0] S,
  output Co);
    wire C1,C2,C3;
    sumador_completo sc0(A[0],B[0],Ci,S[0],C1);
    sumador_completo sc1(A[1],B[1],C1,S[1],C2);
    sumador_completo sc2(A[2],B[2],C2,S[2],C3);
    sumador_completo sc3(A[3],B[3],C3,S[3],Co);
endmodule
module sumador_4bits_CLA(
  input [3:0] A, 
  input [3:0] B,
  input Ci,
  output [3:0] S,
  output Co);  
   wire [3:0]P,G;
   wire [4:1] C;
   wire temp;
   medio_sumador ms0(A[0],B[0],P[0],G[0]);
   medio_sumador ms1(A[1],B[1],P[1],G[1]);
   medio_sumador ms2(A[2],B[2],P[2],G[2]);
   medio_sumador ms3(A[3],B[3],P[3],G[3]);
   carryLook_4bits CL1(P,G,C,Ci);
   xor  #5(S[3],P[3],C[3]);
   xor  #5(S[2],P[2],C[2]);
   xor  #5(S[1],P[1],C[1]);
   xor  #5(S[0],P[0],Ci);
   assign Co=C[4];
endmodule
module medio_sumador(
    input A,
    input B,
    output S,
    output Cout);
        xor (S,A,B);
        and (Cout,A,B);
endmodule
module sumador_completo(
    input A,
    input B,
    input Cin,
    output S,
    output Cout);
        wire P,G,H;
        medio_sumador ms1(A,B,P,G);
        medio_sumador ms2(P,Cin,S,H);
        or (Cout,G,H);
endmodule
==> ./constraint.sdc <==
current_design sumador_4bits_ripple

set clk_period 5.0
set clk_io_pct 0.2

create_clock -name clk0 -period $clk_period

set non_clock_inputs [all_inputs -no_clocks]
set_input_delay [expr $clk_period * $clk_io_pct] -clock clk0 $non_clock_inputs
set_output_delay [expr $clk_period * $clk_io_pct] -clock clk0 [all_outputs]
==> ./run.sh <==
#!/bin/bash
# OpenROAD 26Q1-2900-gdf79404cd8, Yosys 0.63+post, stock flow scripts
make -C /OpenROAD-flow-scripts/flow DESIGN_CONFIG=/design/flow/config.mk WORK_HOME=/design/flow/orfs finish
==> flow_summary.yaml <==
# generated from flow reports
detailed_routing:
  initialDrtViolationCount: 0
  post_drt_via_cell_ratio: 1.81
  totalWireLength_um: 449
  drcViolationCount: 0
  insertedDiodeCount: 0
  routed-via-count: 134
  route.antenna.remaining_nets: 0
  drt-wirelength-per-cell_um: 6.07
  drt_first_pass_iters: 1
setup_path:
  cp_data_required_time_ns: 4.00
  critical_path_cell_by_cell: "clkdlybuf4s50_1 -> inv_1 -> fa_1 -> inv_1 -> fa_1 -> fa_1 -> inv_1 -> fa_1 -> inv_1 -> clkdlybuf4s50_1"
  critical_path.top_delay_family: "adder cells"
  startpoint_type: "input port"
  worstSetupEndpointType: "output port"
  critical_path_buf_inv_count: 6
  crit_slowest_cell: "sky130_fd_sc_hd__clkdlybuf4s50_1"
  cp_max_fo: 1
  worst-setup-path-type: "in -> out"
  slowest_delay_ns: 0.46
  worst-endpoint-arrival_ns: 3.46
placed_design:
  port_buffers: 14
  place.detailed.instances: 74
  placed_area_um2: 315
  gp_routability_congestion: 0.795
  hpwl_um: 450
timing:
  report.final.hold_viol_count: 0
  totalNegativeSetupSlack_ns: 0
  period_used_pct: 89.2
  tightestPinTransition_ns: 0.105
  finalSetupViolCount: 0
  slew_headroom_pct: 93.0
  maxClockFrequency_mhz: 224
  slew_violations: 0
  min_period_ns: 4.46
  setup_repair_after_global_routing_missed_its_margin: "no"
layout:
  flop-count: 0
  final_cells: 74
  nFillCells: 408
  finish.instance_area_um2: 315
  area_growth_syn_to_layout_pct: 114
  finish.utilization_pct: 9.23
  fraction_of_final_layout_cells_with_drive_strength_greater_than_1_pct: 0
  register_area_um2: 0
  clock_buf_count: 0
run:
  warning_count: 32
  drv_cap: 0
power_and_ir_drop:
  p_seq_share_pct: 0
  leakage_nw: 0.137
  p_total_mw: 0.0287
  power.density_nw_per_um2: 90.9
  power.ir.vdd_worst_mv: 0.0226
  comb_power_share_pct: 100.0
  power.clock.fraction_pct: 0
  power_switching_mw: 0.00812
  switching_share_pct: 28.3
  internal_power_mw: 0.0205
clock_network:
  post_cts_resized: 0
  post-cts-setup-buffers: 0
  postCtsHoldBufs: 0
floorplan:
  initial_core_util_pct: 4.32
  floorplan.rows: 21
  die_width_um: 80
  die_h_um: 80
  chip_area_um2: 6400
  placeable_area_um2: 3420
  io_pins: 14
global_routing:
  grt_start_max_net_pins: 2
  grt_antenna_before_repair: 0
  grt_pass1_wl_um: 710
  grt-ovfl-total: 0
  vias_in_the_first_global_route: 162
  global_route.usage.total_pct: 1.39
yosys:
  ys_cells: 18
  synthDistinctLibCells: 3
  yosys_warnings: 0
  post_synth_instance_area_um2: 148
  syn-mean-instance-area_um2: 8.20
  ys_seq_share_pct: 0
  post_synth_inst_count: 18
  yosys-stat-area_um2: 148
worst_hold_path:
  min_path_type: "in -> out"
outcome:
  outcome: "finished, final reports clean"
[cell usage in the layout (no fill, tap or decap)]
| cell type | count |
|---|---|
| sky130_fd_sc_hd__clkdlybuf4s50_1 | 14 |
| sky130_fd_sc_hd__inv_1 | 10 |
| sky130_fd_sc_hd__fa_1 | 4 |
[worst min-delay path: cells and delay by family]
| kind | cells | cell delay [ns] |
|---|---|---|
| buf+inv | 4 | 0.91 |
| fa+ha+maj | 1 | 0.15 |
[routing by layer]
layer	vias to the layer above	share of wire (%)	track usage, %
met1	60	57	2.07
met3	0	18	0.795
met2	14	25	1.77
met4	0	0	0
met5	-	0	0
li1	60	-	-
[per-stage QoR]
stage | hold WS, ns | setup WS [ns]
floorplan | 2.22 | 1.42
global placement | 3.04 | 0.538
detailed placement | 3.06 | 0.504
CTS | 3.07 | 0.489
global route | 3.12 | 0.383
finish | 3.05 | 0.541
[power by group through the flow]
stage	registers (mW)	clock network (mW)	logic [mW]
final	0	0	0.0287
after global routing	0	0	0.0326
after CTS	0	0	0.0298
[final cells by class]
class / instances / area [um^2] / area share [%]
inverter: 10 / 37.5 / 11.9
multi-input combinational: 4 / 80.1 / 25.4
tap: 46 / 57.6 / 18.3
timing repair buffer: 14 / 140 / 44.4
[final timing paths]
kind | from | endpoint | slack, ns | cells past startpoint
min | B[3] | S[3] | 3.05 | 5
max | A[0] | S[3] | 0.54 | 10
[cells by family (layout without fill, tap and decap cells)]
kind of cell / count (synthesis) / after routing / synth area share, %
buf+inv: 14 / 24 / 45.8
fa+ha+maj: 4 / 4 / 54.2
[Yosys cell counts]
| cell type | instances | area, um^2 |
|---|---|---|
| sky130_fd_sc_hd__buf_4 | 4 | 30.0 |
| sky130_fd_sc_hd__fa_1 | 4 | 80.1 |
| sky130_fd_sc_hd__inv_1 | 10 | 37.5 |
