==> flow/design.v <==
module carryLook_4bits(
  input [3:0] P,
  input [3:0] G,
  output [4:1] C,
  input Ci);
    wire h,i,j,k,a,b,c,d,e,f;
    and (h,P[3],P[2],P[1],P[0],Ci);
    and (i,P[3],P[2],P[1],G[0]);
    and (j,P[3],P[2],G[1]);
    and (k,P[3],G[2]);
    and (a,P[2],P[1],P[0],Ci);
    and (b,P[2],P[1],G[0]);
    and (c,P[2],G[1]);
    and (d,P[1],P[0],Ci);
    and (e,P[1],G[0]);
    and (f,P[0],Ci);
    or  (C[4],h,i,j,k,G[3]);
    or  (C[3],a,b,c,G[2]);
    or  (C[2],d,e,G[1]);
    or  (C[1],f,G[0]);
endmodule
module medio_sumador(
    input A,
    input B,
    output S,
    output Cout);
        xor (S,A,B);
        and (Cout,A,B);
endmodule
module sumadorCarryLook_4bits(
  input [3:0] A, 
  input [3:0] B,
  input Ci,
  output [3:0] S,
  output Co);  
   wire [3:0]P,G;
   wire [4:1] C;
   wire temp;
   medio_sumador ms0(A[0],B[0],P[0],G[0]);
   medio_sumador ms1(A[1],B[1],P[1],G[1]);
   medio_sumador ms2(A[2],B[2],P[2],G[2]);
   medio_sumador ms3(A[3],B[3],P[3],G[3]);
   carryLook_4bits CL1(P,G,C,Ci);
   xor  (S[3],P[3],C[3]);
   xor  (S[2],P[2],C[2]);
   xor  (S[1],P[1],C[1]);
   xor  (S[0],P[0],Ci);
   assign Co=C[4];
endmodule
==> flow/run.sh <==
#!/bin/bash
# OpenROAD 26Q1-2900-gdf79404cd8, Yosys 0.63+post, stock flow scripts
make -C /OpenROAD-flow-scripts/flow DESIGN_CONFIG=/design/flow/config.mk WORK_HOME=/design/flow/orfs finish
==> flow/config.mk <==
export PLATFORM = sky130hd
export DESIGN_NAME = sumadorCarryLook_4bits
export DESIGN_NICKNAME = sumadorCarryLook_4bits
export VERILOG_FILES = /design/flow/design.v
export SDC_FILE = /design/flow/constraint.sdc
export NUM_CORES = 4
export LEC_CHECK = 1
export CORE_AREA = 10 10 70 70
export DIE_AREA = 0 0 80 80
==> flow/constraint.sdc <==
current_design sumadorCarryLook_4bits

set clk_period 5.0
set clk_io_pct 0.2

create_clock -name clk0 -period $clk_period

set non_clock_inputs [all_inputs -no_clocks]
set_input_delay [expr $clk_period * $clk_io_pct] -clock clk0 $non_clock_inputs
set_output_delay [expr $clk_period * $clk_io_pct] -clock clk0 [all_outputs]
==> flow_metrics.py <==
# Metrics from the implementation run
metrics = {
    "status": {
        "run_status": "finished clean",
    },
    "critical_path": {
        "end_kind": "output port",
        "cp.arrival_ps": 2780,
        "worstPathMaxFanout": 2,
        "crit_type": "in -> out",
        "critPathLaunchType": "input pin",
        "cp.required_ps": 4000,
    },
    "synthesis": {
        "synth_area_sq_um": 151.4,
        "top_area_cell": "ha_1",
        "yosysSeqAreaShare_pct": 0,
        "syn_avg_cell_area_sq_um": 8.411,
        "synth_cell_type_count": 10,
        "yosys.area.top_type_share_pct": 33.06,
        "yosysWarnings": 0,
        "area_leaders": "ha_1, fa_1, xor2_1, inv_1, a211oi_2",
        "synth-cells-yosys": 18,
        "syn_inst": 18,
        "yosys_area_sq_um": 151.4,
    },
    "floorplanning": {
        "rows": 21,
        "pin_count": 14,
        "fp_util_pct": 4.432,
        "die_area_sq_um": 6400,
        "die_y_microns": 80,
        "die-width_microns": 80,
        "core_sq_um": 3416,
    },
    "run": {
        "warning_count": 32,
        "drv_cap": 0,
    },
    "final_layout": {
        "ff_latch_area_sq_um": 0,
        "synthToLayoutAreaGrowth_pct": 130.6,
        "mostFrequentLayoutCell": "clkdlybuf4s50_1",
        "final_cell_mix": "clkdlybuf4s50_1, inv_1, ha_1",
        "post-route-util_pct": 10.22,
        "flops": 0,
        "layoutNonFillerInstCount": 78,
        "layout-drive-gt1-share_pct": 3.125,
        "clockBufferCount": 0,
    },
    "power_and_ir_drop": {
        "power_frac_seq_pct": 0,
        "intPower_mw": 0.02510,
        "combPwrFrac_pct": 100.0,
        "power_density_nw_per_um2": 103.5,
        "p_sw_mw": 0.01103,
        "p_sw_share_pct": 30.53,
        "irDropWorstVdd_mv": 0.02642,
        "power.leakage_nw": 0.1435,
        "p_clk_share_pct": 0,
    },
    "sta": {
        "tightest_slew_ps": 258.8,
        "hold_viol": 0,
        "slew_viol_final": 0,
        "max_clock_freq_mhz": 264.5,
        "period_needed_ps": 3781,
        "rsz0062_at_grt": "no",
        "relSlewSlack_pct": 82.71,
        "min_period_over_period_pct": 75.63,
        "fin_setup_tns_ps": 0,
        "finalSetupViolations": 0,
    },
    "drt": {
        "num_vias": 170,
        "drt_iter0_markers": 0,
        "n_antenna_cell": 0,
        "wl_per_cell_microns": 7.038,
        "vias_per_cell": 2.179,
        "drc": 0,
        "ant_nets": 0,
        "first_pass_iters": 1,
        "wl_microns": 549,
    },
    "global_route": {
        "overflow": 0,
        "grt_max_degree": 4,
        "track_usage_pct": 1.527,
        "antenna_found_initial": 0,
        "grt_pass1_wl_microns": 779,
        "grt_pass1_vias": 162,
    },
    "place": {
        "dp_hpwl_microns": 517.5,
        "dp.cells": 78,
        "place_congestion": 0.7747,
        "io_buffers": 14,
    },
    "clocking": {
        "post_cts_buffers": 0,
        "ctsResizeCount": 0,
        "cts_hold_buffers": 0,
    },
    "min_path": {
        "min_from": "B[3]",
        "holdPathEnd": "S[3]",
        "holdPathStages": 4,
        "worstHoldPathType": "in -> out",
    },
}
## cell usage after synthesis
master and number:
o21ai_0 1, fa_1 1, xnor2_1 1, a21o_1 1
ha_1 4, a211oi_2 1, o21bai_1 1, xor2_1 2
inv_1 4, nor2_1 2
## worst max-delay path by stage
stage         startpoint  endpoint  slack [ps]  cells after the start
finish              A[0]      S[3]        1220                      6
CTS                 A[0]      S[3]        1190                      6
global route        A[0]      S[3]        1060                      6
## routing by layer
layer / up-vias / track usage, % / share of wire (%)
met4: 0 / 0 / 0
met1: 68 / 2.253 / 44
met2: 14 / 1.043 / 19
li1: 88 / - / -
met3: 0 / 2.159 / 37
met5: - / 0 / 0
## critical path, cell delays in order
cell	delay (ps)
clkdlybuf4s50_1	430
ha_1	310
a211oi_2	250
o21bai_1	150
xor2_1	150
clkdlybuf4s50_1	490
## power groups by stage
| stage | sequential (mW) | clock, mW | combinational, mW |
|---|---|---|---|
| final | 0 | 0 | 0.0361 |
| after global routing | 0 | 0 | 0.0403 |
| after CTS | 0 | 0 | 0.0369 |
## kinds of logic after synthesis
group,synth area share [%]
adders and majority gates,46.28
AOI/OAI and AO/OA,21.49
buffers and inverters,9.914
xor gates and xnor gates,17.36
and+or+nand+nor,4.961
## area by class of cell
class,count,area [sq um]
Multi-Input combinational cell,14,136.4
Timing Repair Buffer,14,140.1
Fill cell,404,3067
Inverter,4,15.01
Tap cell,46,57.56
## metrics by stage
stage	cell area [sq um]	setup WS [ps]	power, mW	hold slack, ps
6_report	349.1	1219	0.03613	3083
4_1_cts	349.1	1194	0.03687	3093
2_1_floorplan	151.4	2206	0.01199	2166
3_3_place_gp	349.1	1218	0.03533	3078
3_5_place_dp	349.1	1212	0.03644	3076
5_1_grt	349.1	1063	0.04026	3138
Power is estimated from default activity; no workload was simulated.
