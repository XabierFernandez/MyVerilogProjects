## design/flow/design.v

```verilog
module carryLook_4bits(
  input [3:0] P,
  input [3:0] G,
  output [4:1] C,
  input Ci);
    wire h,i,j,k,a,b,c,d,e,f;
    and (h,P[3],P[2],P[1],P[0],Ci);
    and (i,P[3],P[2],P[1],G[0]);
    and (j,P[3],P[2],G[1]);
    and (k,P[3],G[2]);
    and (a,P[2],P[1],P[0],Ci);
    and (b,P[2],P[1],G[0]);
    and (c,P[2],G[1]);
    and (d,P[1],P[0],Ci);
    and (e,P[1],G[0]);
    and (f,P[0],Ci);
    or  (C[4],h,i,j,k,G[3]);
    or  (C[3],a,b,c,G[2]);
    or  (C[2],d,e,G[1]);
    or  (C[1],f,G[0]);
endmodule
`timescale 1ns/1ns
module sumador_4bits_ripple(
  input [3:0] A,
  input [3:0] B,
  input Ci,
  output [3:0] S,
  output Co);
    wire C1,C2,C3;
    sumador_completo sc0(A[0],B[0],Ci,S[0],C1);
    sumador_completo sc1(A[1],B[1],C1,S[1],C2);
    sumador_completo sc2(A[2],B[2],C2,S[2],C3);
    sumador_completo sc3(A[3],B[3],C3,S[3],Co);
endmodule
module sumador_4bits_CLA(
  input [3:0] A, 
  input [3:0] B,
  input Ci,
  output [3:0] S,
  output Co);  
   wire [3:0]P,G;
   wire [4:1] C;
   wire temp;
   medio_sumador ms0(A[0],B[0],P[0],G[0]);
   medio_sumador ms1(A[1],B[1],P[1],G[1]);
   medio_sumador ms2(A[2],B[2],P[2],G[2]);
   medio_sumador ms3(A[3],B[3],P[3],G[3]);
   carryLook_4bits CL1(P,G,C,Ci);
   xor  #5(S[3],P[3],C[3]);
   xor  #5(S[2],P[2],C[2]);
   xor  #5(S[1],P[1],C[1]);
   xor  #5(S[0],P[0],Ci);
   assign Co=C[4];
endmodule
module medio_sumador(
    input A,
    input B,
    output S,
    output Cout);
        xor (S,A,B);
        and (Cout,A,B);
endmodule
```

## design/flow/run.sh

```bash
#!/bin/bash
# OpenROAD 26Q1-2900-gdf79404cd8, Yosys 0.63+post, stock flow scripts
make -C /OpenROAD-flow-scripts/flow DESIGN_CONFIG=/design/flow/config.mk WORK_HOME=/design/flow/orfs finish
```

## design/flow/config.mk

```make
export PLATFORM = sky130hd
export DESIGN_NAME = sumador_4bits_CLA
export DESIGN_NICKNAME = sumador_4bits_CLA
export VERILOG_FILES = /design/flow/design.v
export SDC_FILE = /design/flow/constraint.sdc
export NUM_CORES = 4
export LEC_CHECK = 1
export CORE_AREA = 10 10 70 70
export DIE_AREA = 0 0 80 80
```

## design/flow/constraint.sdc

```tcl
current_design sumador_4bits_CLA

set clk_period 5.0
set clk_io_pct 0.2

create_clock -name clk0 -period $clk_period

set non_clock_inputs [all_inputs -no_clocks]
set_input_delay [expr $clk_period * $clk_io_pct] -clock clk0 $non_clock_inputs
set_output_delay [expr $clk_period * $clk_io_pct] -clock clk0 [all_outputs]
```

==> results.sh <==
# yosys + openroad results
export IMPL_relSlewSlack_pct=82.7
export IMPL_dr_pass1_iters=1
export IMPL_syn_inst=18
export IMPL_maxCapViolCount=0
export IMPL_status="finished clean"
export IMPL_antenna_found_initial=0
export IMPL_crit_required_ns=4.00
export IMPL_grt_setup_unrepaired="no"
export IMPL_ys_seq_share_pct=0
export IMPL_critPathCaptureType="output port"
export IMPL_wl_per_cell_um=7.04
export IMPL_fp_util_pct=4.43
export IMPL_warnings=32
export IMPL_dieArea_um2=6400
export IMPL_path_class="primary input to output port"
export IMPL_tightest_slew_ns=0.259
export IMPL_cp_max_fo=2
export IMPL_cp_start_kind="primary input"
export IMPL_dp_hpwl_um=518
export IMPL_xor_area_share_pct=17.4
export IMPL_overflow=0
export IMPL_mostFrequentLayoutCell="clkdlybuf4s50_1"
export IMPL_crit_arrival_ns=2.78
export IMPL_via_per_inst=2.18
export IMPL_cts_hold_buf=0
export IMPL_coreArea_um2=3420
export IMPL_syn_area_per_cell_um2=8.41
export IMPL_simple_gate_area_share_pct=4.96
export IMPL_final_util_pct=10.2
export IMPL_die_y_um=80
export IMPL_fin_crit_ns=3.78
export IMPL_grtUsageTotal_pct=1.53
export IMPL_drive_gt1_share_pct=3.13
export IMPL_rows=21
export IMPL_setup_violations=0
export IMPL_area_growth_pct=131
export IMPL_p_leak_nw=0.144
export IMPL_antenna_diode_count=0
export IMPL_fmax_ghz=0.264
export IMPL_regArea_um2=0
export IMPL_hold_viol_final=0
export IMPL_num_clock_buffers=0
export IMPL_grt_start_max_net_pins=4
export IMPL_worst_slack_ns=1.22
export IMPL_adder_share_pct=46.3
export IMPL_boundaryPins=14
export IMPL_final_cell_mix="14 x clkdlybuf4s50_1, 4 x inv_1, 4 x ha_1"
export IMPL_globalplace_congestion=0.775
export IMPL_totalPowerFinal_mw=0.0361
export IMPL_grt_pass1_vias=162
export IMPL_ant_nets=0
export IMPL_ir_worst_vdd_v=0.0000264
export IMPL_portBuffers=14
export IMPL_ys_area_um2=151
export IMPL_post_cts_resized=0
export IMPL_endpoint="S[3]"
export IMPL_syn_area_um2=151
export IMPL_die_w_um=80
export IMPL_post_place_ws_ns=1.21
export IMPL_startpoint="A[0]"
export IMPL_maxSlewViolCount=0
export IMPL_post_cts_buffers=0
export IMPL_top_cells_by_area="ha_1 33%, fa_1 13%, xor2_1 12%"
export IMPL_ys_cells=18
export IMPL_p_per_area_nw_per_um2=103
export IMPL_drc=0
export IMPL_mux_share_pct=0
export IMPL_wl_um=549
export IMPL_finalCritPeriodShare_pct=75.6
export IMPL_vias=170
export IMPL_synth_top_area_share_pct=33.1
export IMPL_logic_family="adder cells"
export IMPL_synthAoiAreaFrac_pct=21.5
export IMPL_yosys_area_top_type="ha_1"
export IMPL_synth_cell_types=10
export IMPL_fin_tns_setup_ns=0
export IMPL_ys_warn_count=0
export IMPL_hold_path_class="primary input to output port"
export IMPL_drt_iter0_drc=0
export IMPL_grt_pass1_wl_um=779
export IMPL_flops=0
## per-layer routing
metal	routed length, um	vias to the layer above	track usage, %	part of all wire (%)
met5	0	-	0	0
met2	104	14	1.04	19
met1	244	68	2.25	44
met3	201	0	2.16	37
met4	0	0	0	0
li1	-	88	-	-
## synthesized netlist by cell type
library cell and n:
fa_1 1, nor2_1 2, inv_1 4, xor2_1 2
xnor2_1 1, ha_1 4, a21o_1 1, a211oi_2 1
o21bai_1 1, o21ai_0 1
## per-stage QoR
step | cells | hold WS, ns | area [um^2]
final | 78 | 3.08 | 349
after global routing | 78 | 3.14 | 349
after CTS | 78 | 3.09 | 349
after detailed placement | 78 | 3.08 | 349
after global placement | 78 | 3.08 | 349
after floorplan | 18 | 2.17 | 151
## worst min-delay path by stage
stage,startpoint,to,slack [ns],depth (start not counted)
CTS,B[3],S[3],3.09,4
global route,A[3],S[3],3.14,4
finish,B[3],S[3],3.08,4
## cell families after synthesis
logic type                 after synthesis
adders and majority gates                5
and+or+nand+nor                          2
xor gates and xnor gates                 3
buffers and inverters                    4
AOI/OAI and AO/OA                        4
## area by class of cell
cell class                 instances  area [um^2]
fill                             404         3070
inverter                           4         15.0
multi-input combinational         14          136
tap                               46         57.6
timing repair buffer              14          140
## power breakdown
part           switching, mW  internal [mW]
combinational         0.0110         0.0251
clock                      0              0
sequential                 0              0
total                 0.0110         0.0251
## worst max-delay path, cell delays in order
cell and delay, ns:
clkdlybuf4s50_1 0.43, ha_1 0.31, a211oi_2 0.25, o21bai_1 0.15
xor2_1 0.15, clkdlybuf4s50_1 0.49
Power and IR drop assume default switching activity.
